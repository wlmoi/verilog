### design/flow/run.sh
#!/bin/bash
# OpenROAD 26Q1-2900-gdf79404cd8, Yosys 0.63+post, stock flow scripts
make -C /OpenROAD-flow-scripts/flow DESIGN_CONFIG=/design/flow/config.mk WORK_HOME=/design/flow/orfs finish
### design/flow/config.mk
export PLATFORM = sky130hd
export DESIGN_NAME = W_Multiplier
export DESIGN_NICKNAME = W_Multiplier
export VERILOG_FILES = /design/flow/design.v
export SDC_FILE = /design/flow/constraint.sdc
export NUM_CORES = 4
export LEC_CHECK = 1
export CORE_UTILIZATION = 50
### design/flow/constraint.sdc
current_design W_Multiplier

set clk_period 8.2
set clk_io_pct 0.2

create_clock -name clk0 -period $clk_period

set non_clock_inputs [all_inputs -no_clocks]
set_input_delay [expr $clk_period * $clk_io_pct] -clock clk0 $non_clock_inputs
set_output_delay [expr $clk_period * $clk_io_pct] -clock clk0 [all_outputs]
### design/flow/design.v
`timescale 1ns / 1ps
module W_Multiplier #(parameter M = 8, parameter N = 8) (  
    input  signed [M-1:0] A,       
    input  signed [N-1:0] B,       
    output signed [M+N:0] PROD     
);
    assign PROD = A * B;   
endmodule
==> results_dict.tcl <==
# metrics dict for downstream scripts
set metrics [dict create \
    core_um2 4817 \
    path_common_cell "fa_1" \
    fin_crit_sh_pct 97.50 \
    rows 25 \
    grtUsageTotal_pct 21.32 \
    ys_warn_count 0 \
    fin_crit_ps 7995 \
    drive_above_1_share_pct 6.158 \
    p_per_area_nw_per_um2 281.7 \
    antenna_found_initial 0 \
    power_uw 870.0 \
    grt_pass1_vias 1995 \
    die_w_um 73.40 \
    fin_hold_ws_ps 4353 \
    drv_cap 0 \
    synth_area_per_cell_um2 8.699 \
    antenna_left 0 \
    vias 1902 \
    dpl.hpwl_um 4175 \
    clock_buffers 0 \
    ys_area_um2 2549 \
    ff_count 0 \
    routed_wl_um 4513 \
    hold_path_class "in -> out" \
    fmax_ghz 0.1251 \
    final.setup.tns_ps 0 \
    via_per_inst 4.662 \
    netlist_area_um2 2549 \
    drtIter0Drc 54 \
    initial_utilization_pct 52.91 \
    fp.dieArea_um2 5387 \
    worst_slew_pin_slew_ps 343.9 \
    ctsHoldBuffers 0 \
    drc 0 \
    io-pin-count 33 \
    synthTopCellsByArea "fa_1 (43%), ha_1 (14%), inv_1 (13%)" \
    syn_inst 293 \
    slowest_delay_ps 550 \
    cp-end-kind "output pin" \
    drt_first_pass_iters 4 \
    grt.overflow.total 0 \
    wl_per_cell_um 11.06 \
    ys_types 27 \
    io_buffers 33 \
    hold_violations 0 \
    ys_seq_share_pct 0 \
    drv_slew 0 \
    grt_max_degree 9 \
    tool_warnings 33 \
    leakage_uw 0.001590 \
    flop_area_um2 0 \
    ys_cells 293 \
    crit_slowest_cell "fa_1" \
    dieHeight_um 73.40 \
    area_growth_syn_to_layout_pct 21.16 \
    yosysTopAreaCellShare_pct 43.20 \
    cp.required_ps 6560 \
    crit_type "in -> out" \
    slew_headroom_pct 77.02 \
    yosysTopAreaCell "fa_1" \
    gp_congestion 0.8767 \
    crit_chain "clkdlybuf4s50_1 -> buf_4 -> nor2b_1 -> fa_1 -> fa_1 -> fa_1 -> inv_1 -> fa_1 -> inv_1 -> ha_1 -> o21a_1 -> o31a_1 -> nor4b_2 -> o21ai_1 -> xor2_1 -> clkdlybuf4s50_1" \
    final_core_util_pct 64.10 \
    worstPathArrival_ps 6360 \
    antenna_cells 0 \
    outcome "finished, final reports clean" \
    irDropWorstVdd_v 0.0004213 \
    setup_violations 0 \
    rsz0062_at_grt "false" \
    grt_pass1_wl_um 8459 \
    startpoint_type "input port" \
    crit_fanout 4 \
]
## path summary, 6_finish.rpt
path,cells after the start,startpoint,slack (ps),endpoint
worst min-delay path,5,B[2],4350,PROD[2]
worst max-delay path,16,B[7],200,PROD[14]
## through the flow
stage / setup WS (ps) / instances / cell area (um2)
4_1_cts: 139.3 / 408 / 3075
6_report: 204.7 / 408 / 3088
3_3_place_gp: 129.9 / 408 / 3075
3_5_place_dp: 153.5 / 408 / 3075
5_1_grt: 9.379 / 408 / 3088
2_1_floorplan: 1242 / 293 / 2549
## power by group
group / total, uW / internal (uW) / switching [uW]
registers: 0 / 0 / 0
logic: 870 / 504 / 366
clock network: 0 / 0 / 0
total: 870 / 504 / 366
## what timing repair did
action,CTS,global route
gates resized,0,3
setup buffers,0,0
setup endpoints to repair,0,4
endpoints found under the hold margin,0,0
## cell type report
class / instances / area [um2]
multi-input combinational: 204 / 2218
fill: 445 / 1729
timing repair buffer: 49 / 455.4
inverter: 88 / 330.3
tap: 67 / 83.83
## cells in the mapped netlist, types with 3 or more instances
library cell and n:
fa_1 55, nand2_1 15, nor2b_1 8, xnor2_1 11
o21ai_0 3, xor2_1 3, and2_1 43, nor2_1 9
a21oi_1 7, ha_1 29, inv_1 88
## kinds of logic after synthesis
logic type,after synthesis,synth area share [%]
buffers and inverters,89,13.26
adder cells (fa/ha/maj),84,57.44
AND/OR/NAND/NOR,84,18.46
AND-OR/OR-AND,21,5.596
XOR/XNOR,14,4.811
multiplexers,1,0.4418
## routing by layer
metal | vias up | track usage, % | wire, um
met4 | 0 | 0 | 0
met3 | 0 | 0.1387 | 24
met5 | - | 0 | 0
met2 | 10 | 39.51 | 2437
met1 | 933 | 31.98 | 2051
li1 | 959 | - | -
## critical path, delay by kind of cell
| kind | cells | cell delay (ps) |
|---|---|---|
| fa+ha+maj | 5 | 2420 |
| buf+inv | 5 | 1240 |
| simple gates | 2 | 520 |
| compound gates | 3 | 400 |
| xor+xnor | 1 | 140 |
## cells in the final DEF, fill, tap and decap left out, types with 3 or more instances in the layout
master / instances
inv_1: 88
fa_1: 55
and2_1: 43
clkdlybuf4s50_1: 31
ha_1: 29
buf_4: 16
nand2_1: 15
xnor2_1: 11
nor2_1: 9
nor2b_1: 8
a21oi_1: 7
o21ai_0: 3
xor2_1: 3
Power is estimated from default activity; no workload was simulated.
