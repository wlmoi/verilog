===== ./design.v =====
`timescale 1ns / 1ps
module FSM_Divider #(parameter M = 8, parameter N = 8) (
    input clk,                     
    input rst,                     
    input start,                   
    input signed [M-1:0] A,         
    input signed [N-1:0] B,         
    output reg signed [M-1:0] QUOTIENT,   
    output reg signed [N-1:0] REMAINDER,  
    output reg done                
);
    typedef enum reg [1:0] {IDLE, INIT, DIVIDE, FINISH} state_t;
    state_t state;
    reg signed [M:0] dividend;   
    reg signed [N-1:0] divisor;  
    reg signed [M-1:0] quotient;
    reg [M-1:0] count;           
    always @(posedge clk or posedge rst) begin
        if (rst) begin
            state      <= IDLE;
            QUOTIENT   <= 0;
            REMAINDER  <= 0;
            done       <= 0;
            dividend   <= 0;
            divisor    <= 0;
            quotient   <= 0;
            count      <= 0;
        end else begin
            case (state)
                IDLE: begin
                    if (start) begin
                        state <= INIT;
                    end
                end
                INIT: begin
                    done      <= 0;
                    quotient  <= 0;
                    count     <= M;
                    if (B == 0) begin
                        QUOTIENT  <= 0;  
                        REMAINDER <= 0;
                        state     <= FINISH;
                    end else begin
                        dividend  <= A;
                        divisor   <= B;
                        state     <= DIVIDE;
                    end
                end
                DIVIDE: begin
                    if (count > 0) begin
                        dividend = dividend - divisor;   
                        quotient = (quotient << 1) | (dividend >= 0);   
                        count    = count - 1;
                    end else begin
                        state <= FINISH;
                    end
                end
                FINISH: begin
                    QUOTIENT  <= quotient;
                    REMAINDER <= dividend;  
                    done      <= 1;
                    state     <= IDLE;  
                end
            endcase
        end
    end
endmodule

===== ./run.sh =====
#!/bin/bash
# OpenROAD 26Q1-2900-gdf79404cd8, Yosys 0.63+post, stock flow scripts
make -C /OpenROAD-flow-scripts/flow DESIGN_CONFIG=/design/flow/config.mk WORK_HOME=/design/flow/orfs finish

===== ./config.mk =====
export PLATFORM = sky130hd
export DESIGN_NAME = FSM_Divider
export DESIGN_NICKNAME = FSM_Divider
export VERILOG_FILES = /design/flow/design.v
export SDC_FILE = /design/flow/constraint.sdc
export NUM_CORES = 4
export LEC_CHECK = 1
export CORE_UTILIZATION = 30

===== ./constraint.sdc =====
current_design FSM_Divider

set clk_period 3.2
set clk_io_pct 0.2

create_clock -name clk0 -period $clk_period [get_ports {clk}]

set non_clock_inputs [all_inputs -no_clocks]
set_input_delay [expr $clk_period * $clk_io_pct] -clock clk0 $non_clock_inputs
set_output_delay [expr $clk_period * $clk_io_pct] -clock clk0 [all_outputs]

==> reports/qor.yml <==
place.detailed.hpwl_um: 3770
worst_pin_slew_ps: 638
path_common_cell: "inv_1"
overflow: 0
die_h_um: 95.4
cpMaxStageDelayCell: "a221oi_1"
postCtsResizedCells: 0
grt_usage: 0.122
vias: 1856
finalHoldViolations: 0
required_ps: 3410
post_drt_via_cell_ratio: 4.77
antennaDiodeCount: 0
postCtsSetupBuffers: 0
maxCapViolations: 0
ys_types: 45
status: "completed"
syn-cell-area_um2: 2620
power_leakage_nw: 1.48
routabilityCongestion: 0.824
start_kind: "flop"
syn_inst: 244
initial_core_util: 0.314
vdd_drop_max_mv: 0.325
clock.latency.late_pin_ps: 310
root_buffer: "clkbuf_8"
dieWidth_um: 95.4
htreeDepth: 2
io_pins: 36
end_kind: "flop"
dp_slack_ps: 650
slowest_delay_ps: 560
synthDominantCellAreaShare: 0.507
tool_warnings: 26
detail-route-antenna-nets: 0
finalSetupViolations: 0
ys_warn_count: 1
cts_tree: "built"
drt_pass1_iterations: 4
finalWorstSetupSlack_ps: 673
cts.sinks: 54
fmax_mhz: 396
edf_count: 0
core_um2: 8340
drive_gt1_frac: 0.0986
antenna_found_initial: 0
wl_per_cell_um: 12.9
finClkSkew_ps: 9.54
synthArstFlopShare: 1.00
rows: 33
grt_max_degree: 32
area_growth_pct: 21.9
yosysChipArea_um2: 2620
chipArea_um2: 9090
drc: 0
period_used_share: 0.790
yosys_register_bits: 54
post-route-min-period_ps: 2530
cts.path.max_buffers: 2
drt_wl_total_um: 5010
stdcell_area_um2: 3190
synth_top_flop_cell: "dfrtp_1"
rsz0062_at_grt: "false"
port_buffers: 35
yosysTopAreaCell: "dfrtp_1"
common_cells: "dfrtp_1 (53), nand2_1 (33), a22o_1 (18)"
p_total_w: 0.00299
post-synth-top-count-cell: "dfrtp_1"
fillCellCount: 826
yosysCellCount: 244
cts_hold_buf: 0
yosysSeqAreaShare: 0.517
tns_ps: 0
synthTopCellsByArea: "dfrtp_1 (51%), a22o_1 (6.0%), ha_1 (4.8%), nand2_1 (4.7%), a22o_2 (3.1%)"
final_util: 0.382
cp_max_fo: 4
slew_headroom: 0.575
path_cells: "inv_1 > ha_1 > inv_1 > fa_1 > a21o_1 > a221oi_1 > o21ai_0 > xnor2_1 > a22o_2"
cts-buffers-inserted: 5
avgSynthCellArea_um2: 10.7
grt_pass1_wl_um: 8510
drv_slew: 0
clkTransAtPathRegs_ps: 100
arrival_ps: 2740
p_per_area_nw_per_um2: 937
hold_path_class: "reg -> reg"
place_area_um2: 3090
grt_pass1_vias: 1712
drt_iter0_markers: 84
critical_path_class: "reg -> reg"
through the flow:
| step | std cells | hold WS [ps] |
|---|---|---|
| global route | 389 | 510 |
| detailed placement | 381 | 463 |
| CTS | 389 | 490 |
| global placement | 381 | 461 |
| finish | 389 | 480 |
| floorplan | 244 | 426 |
routing by layer:
metal  global-route usage  up-vias  routed length, um
met1                0.214      859               2620
met5                    0        -                  0
met2                0.170       38               2160
li1                     -      955                  -
met3               0.0162        4                179
met4               0.0101        0                 48
cell usage in the layout (no fill, tap or decap), types with 2 or more instances in the layout:
master | Yosys | routed
dfrtp_1 | 53 | 53
clkdlybuf4s50_1 | 0 | 35
nand2_1 | 33 | 33
a22o_1 | 18 | 18
inv_1 | 17 | 16
nor2_1 | 13 | 13
o21ai_0 | 12 | 12
ha_1 | 10 | 10
a21oi_1 | 9 | 9
a22o_2 | 8 | 8
xnor2_1 | 7 | 7
nand3_1 | 6 | 6
a21o_1 | 6 | 6
xor2_1 | 5 | 5
clkbuf_8 | 0 | 5
buf_4 | 0 | 5
nor4_1 | 4 | 4
mux2i_1 | 4 | 4
nor2b_1 | 2 | 2
a211oi_1 | 2 | 2
and4_1 | 2 | 2
and2_1 | 2 | 2
o31ai_1 | 2 | 2
clkinv_4 | 0 | 2
cells by family after synthesis:
kind of cell	after synthesis	share of synthesized area
AND/OR/NAND/NOR	69	0.132
AND-OR/OR-AND	67	0.192
flip-flops	54	0.517
buffers and inverters	26	0.0431
XOR/XNOR	12	0.0402
adder cells (fa/ha/maj)	11	0.0555
multiplexers	5	0.0196
area by class of cell:
class	count	area, um2	area share
multi-input combinational	164	1150	0.361
tap	105	131	0.0412
timing repair buffer	40	388	0.122
sequential	54	1350	0.424
clock buffer	5	68.8	0.0216
inverter	18	67.6	0.0212
clock inverter	3	28.8	0.00903
worst max-delay path: cells and delay by family (launching register included):
kind	cells	cell delay (ps)
xor gates and xnor gates	1	160
AOI/OAI and AO/OA	4	1200
DFF	1	400
buffers and inverters	2	120
adders and majority gates	2	550
registers in the layout, indices dropped and copies added, names as in the netlist:
signal and cells:
QUOTIENT 8, state 4, quotient 8, dividend 9, divisor 8, count 8, REMAINDER 8, done 1
report_power, final:
part,switching [W],total (W),internal (W),leakage (nW)
registers,0.000215,0.00114,0.000926,0.697
logic,0.000700,0.00145,0.000747,0.730
clock network,0.000237,0.000400,0.000163,0.0502
total,0.00115,0.00299,0.00183,1.48
final timing paths:
path                                   from     endpoint  slack (ps)  cells after the start
worst max-delay path            dividend[0]  quotient[0]         670                      9
worst min-delay path             divisor[4]   divisor[4]         480                      2
worst max register to register  dividend[0]  quotient[0]         670                      9
worst min register to register   divisor[4]   divisor[4]         480                      2
max in group asynchronous               rst     state[0]        1810                      3
min in group asynchronous               rst  quotient[7]         710                      2
Power and IR drop assume default switching activity.
