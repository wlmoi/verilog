$ cat flow/config.mk
export PLATFORM = sky130hd
export DESIGN_NAME = W_Adder
export DESIGN_NICKNAME = W_Adder
export VERILOG_FILES = /design/flow/design.v
export SDC_FILE = /design/flow/constraint.sdc
export NUM_CORES = 4
export LEC_CHECK = 1
export CORE_AREA = 10 10 70 70
export DIE_AREA = 0 0 80 80
$ cat flow/constraint.sdc
current_design W_Adder

set clk_period 7.7
set clk_io_pct 0.2

create_clock -name clk0 -period $clk_period

set non_clock_inputs [all_inputs -no_clocks]
set_input_delay [expr $clk_period * $clk_io_pct] -clock clk0 $non_clock_inputs
set_output_delay [expr $clk_period * $clk_io_pct] -clock clk0 [all_outputs]
$ cat flow/design.v
`timescale 1ns / 1ps
module W_Adder #(parameter N = 8) (   
    input  signed [N-1:0] A,       
    input  signed [N-1:0] B,       
    output signed [N+1:0] SUM      
);
    assign SUM = A + B;   
endmodule
$ cat flow/run.sh
#!/bin/bash
# OpenROAD 26Q1-2900-gdf79404cd8, Yosys 0.63+post, stock flow scripts
make -C /OpenROAD-flow-scripts/flow DESIGN_CONFIG=/design/flow/config.mk WORK_HOME=/design/flow/orfs finish
==> results.txt <==
impl run done, here's what came out: count of clock-net buffers in the final layout=0, path category of the worst min-delay check=primary input to output port, post-route clock period utilization=0.692, final routed wirelength across all metal layers=about 1200 um, sequence of cells on the critical path=clkdlybuf4s50_1, ha_1, fa_1, a21o_1, a21oi_1, o211ai_1, o21ai_0, clkdlybuf4s50_1, per-cell routed wire length=~11 um, chip area from the yosys synthesis statistics=between 300 and 400 um2, die outline height=around 80 um, RSZ-0062 raised after global routing=false, run status=complete, no violations, number of design-rule violations left by the first detailed-router iteration=18, number of cells upsized or downsized after cts=0, overall via count from detail_route=between 400 and 500, floorplan-stage core utilization=0.0956, number of DRC violations after detailed routing=0, syn avg cell area=around 8 um2, Rel. slew slack=0.778, startpoint of the worst setup timing path=A[0], CP Launch Type=primary input, worst slew pin tran=331 ps, highest fanout seen on the critical path=3, routed vias/inst=around 3.7, sequential cell area in the final layout=0 um2, Max rail drop VDD=approximately 12 uV, number of iterations in the first detailed-routing pass=2, leak pwr=around 0.25 nW, count of synthesis-stage warnings from yosys=0, Synth area leader=sky130_fd_sc_hd__ha_1, number of global-route vias before repair=392, seq_cells=0, worst setup margin=about 2400 ps, Chip Footprint=around 6400 um2, number of warning messages in the logs=32, area delta synth->final=95.0%, final number of max-transition violations=0, Final Wtd Congestion=0.679, leading post-synthesis cells by instance count=sky130_fd_sc_hd__ha_1, sky130_fd_sc_hd__a21oi_1, sky130_fd_sc_hd__a21o_1, sky130_fd_sc_hd__o21ai_0, sky130_fd_sc_hd__xnor2_1, Final HPWL DP=1140 um, Port Buffer Count=26, data required time at the worst endpoint=~6200 ps, Worst Path Arrival=about 3800 ps, tightest hold margin=4130 ps, # Cells Yosys=slightly above 40, number of distinct library cells after synthesis=18, number of inserted diodes=0, pin count of the biggest net entering global routing=7, Period minus WS final=between 5000 and 6000 ps, total of max-cap violations=0, gate count of the mapped netlist=approximately 40, Fin Setup TNS=0 ps, Total GRT Usage=0.0365, class of the most critical setup path=primary input to output port, top achievable clock speed=~190 MHz, cell repeated most along the worst path=sky130_fd_sc_hd__clkdlybuf4s50_1, Synth area leaders=sky130_fd_sc_hd__ha_1, sky130_fd_sc_hd__a21oi_1, sky130_fd_sc_hd__xnor2_1, die boundary width=~80 um, Crit path buffers/inverters=2, global-route wire length before repair=approximately 1900 um, Util after Layout=0.186, layout cells sized above 1=0.0303, kind of end point of the critical path=output port, critical path's top delay family=buffers and inverters, Post-Place Setup Slack=2350 ps, WP depth=8, count of nets left with antenna violations after detail routing=0, global route overflow=0, biggest cell delay along the critical path=510 ps, number of antenna violations at the first check in global routing=0, Top cell area share=0.307, number of setup buffers added after CTS=0, Fin. Hold Viols=0, area of the core region=~3400 um2, P per Cell Area=between 70 and 80 nW/um2, crit path max-delay cell type=sky130_fd_sc_hd__clkdlybuf4s50_1, most repeated cell in the gate-level netlist after synthesis=sky130_fd_sc_hd__ha_1, filler instances=a little under 400, final setup violating endpoints=0, last element of the critical path=SUM[8], Top Ports=26, netlist area before placement=about 330 um2, hold buffers post-CTS=0, sequential area share after synthesis=0, standard-cell rows=21
worst min path at each step:
stage	startpoint	to	slack [ps]	cells after the start
CTS	B[0]	SUM[0]	4160	3
global route	A[0]	SUM[0]	4180	3
finish	B[0]	SUM[0]	4130	3
where the power goes:
group | internal (mW) | total (mW) | leakage (nW) | switching [mW]
logic | 0.0333 | 0.0508 | 0.250 | 0.0175
registers | 0 | 0 | 0 | 0
clock network | 0 | 0 | 0 | 0
total | 0.0333 | 0.0508 | 0.250 | 0.0175
metrics by stage:
stage	power, mW	instances	instance area, um2
final	0.0508	112	637
after floorplan	0.0208	41	327
after global routing	0.0571	112	637
after detailed placement	0.0521	112	637
after CTS	0.0527	112	637
after global placement	0.0520	112	637
routing by layer:
| metal | up-vias | GRT usage | wire length (um) |
|---|---|---|---|
| met2 | 10 | 0.0690 | 672 |
| li1 | 208 | - | - |
| met3 | 0 | 0.0136 | 125 |
| met5 | - | 0 | 0 |
| met4 | 0 | 0 | 0 |
| met1 | 195 | 0.0397 | 424 |
cell usage in the layout (no fill, tap or decap), drive strengths merged:
cell type,instances
a21o,3
o21ai,3
a211oi,2
xnor2,3
a31oi,1
o211ai,2
nor2,2
ha,8
nand4b,1
nand2,2
fa,1
clkdlybuf4s50,26
o31ai,1
xor2,2
nand3,1
a21oi,6
inv,2
kinds of logic (layout without fill, tap and decap cells):
logic type,Yosys count,count (layout),share of synthesized area
AND-OR/OR-AND,18,18,0.356
adder cells (fa/ha/maj),9,9,0.368
AND/OR/NAND/NOR,6,6,0.0958
XOR/XNOR,5,5,0.134
buffers and inverters,3,28,0.0460
final cells by class:
class	count	area [um2]	share of cell area
inverter	2	7.51	0.0118
multi-input combinational	38	312	0.489
tap	46	57.6	0.0904
timing repair buffer	26	260	0.409
Power figures rest on the tool's default switching activity, not on a simulated workload.
